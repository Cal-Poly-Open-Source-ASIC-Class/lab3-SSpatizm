--- config.mk ---
export PLATFORM = sky130hd
export DESIGN_NAME = ramram
export DESIGN_NICKNAME = ramram
export VERILOG_FILES = /design/flow/design.v
export SDC_FILE = /design/flow/constraint.sdc
export NUM_CORES = 4
export LEC_CHECK = 1
export CORE_UTILIZATION = 30
export SYNTH_MEMORY_MAX_BITS = 65536
--- constraint.sdc ---
current_design ramram

set clk_period 10.4
set clk_io_pct 0.2

create_clock -name clk0 -period $clk_period [get_ports {clk}]

set non_clock_inputs [all_inputs -no_clocks]
set_input_delay [expr $clk_period * $clk_io_pct] -clock clk0 $non_clock_inputs
set_output_delay [expr $clk_period * $clk_io_pct] -clock clk0 [all_outputs]
--- design.v ---
`timescale 1ns/1ps
`default_nettype        none
module DFFRAM256x32  (
        CLK,
        WE0,
        EN0,
        Di0,
        Do0,
        A0
);
       localparam A_WIDTH = 8;
       localparam NUM_WORDS = 2**A_WIDTH;
       input   wire                         CLK;
       input   wire    [3:0]                WE0;
       input   wire                         EN0;
       input   wire    [31:0]               Di0;
       output  reg     [31:0]               Do0;
       input   wire    [(A_WIDTH - 1): 0]   A0;
       reg [31:0] RAM[(NUM_WORDS-1): 0];
       always @(posedge CLK)
           if(EN0) begin
               Do0 <= RAM[A0];
               if(WE0[0]) RAM[A0][ 7: 0] <= Di0[7:0];
               if(WE0[1]) RAM[A0][15: 8] <= Di0[15:8];
               if(WE0[2]) RAM[A0][23:16] <= Di0[23:16];
               if(WE0[3]) RAM[A0][31:24] <= Di0[31:24];
           end
           else
               Do0 <= 32'b0;
    endmodule
`timescale 1ns/1ps
module ramram (
    input  logic        clk,
    input  logic        reset,
    input  logic        wb0_stb,
    input  logic        wb0_we,
    input  logic [3:0]  wb0_sel,
    input  logic [7:0]  wb0_addr,
    input  logic [31:0] wb0_data_i,
    output logic        wb0_ack,
    output logic [31:0] wb0_data_o,
    output logic        wb0_stall,
    input  logic        wb1_stb,
    input  logic        wb1_we,
    input  logic [3:0]  wb1_sel,
    input  logic [7:0]  wb1_addr,
    input  logic [31:0] wb1_data_i,
    output logic        wb1_ack,
    output logic [31:0] wb1_data_o,
    output logic        wb1_stall
);
    logic [7:0]  sel_addr;
    logic [31:0] sel_data;
    logic [3:0]  sel_we;
    logic        access0, access1;
    logic        who;
    always_ff @(posedge clk or posedge reset) begin
        if (reset)
            who <= 0;
        else if (wb0_stb && !wb1_stb)
            who <= 0;
        else if (!wb0_stb && wb1_stb)
            who <= 1;
        else if (wb0_stb && wb1_stb)
            who <= ~who;
    end
    assign sel_addr = (who == 0) ? wb0_addr    : wb1_addr;
    assign sel_data = (who == 0) ? wb0_data_i  : wb1_data_i;
    assign sel_we   = (who == 0 && wb0_we) ? wb0_sel :
                      (who == 1 && wb1_we) ? wb1_sel : 4'b0000;
    logic [31:0] d_out0, d_out1;
    DFFRAM256x32 dffram0 (
        .CLK(clk),
        .WE0((who == 0) ? sel_we : 4'b0000),
        .EN0(1'b1),
        .Di0(sel_data),
        .Do0(d_out0),
        .A0((who == 0) ? sel_addr : wb0_addr)
    );
    DFFRAM256x32 dffram1 (
        .CLK(clk),
        .WE0((who == 1) ? sel_we : 4'b0000),
        .EN0(1'b1),
        .Di0(sel_data),
        .Do0(d_out1),
        .A0((who == 1) ? sel_addr : wb1_addr)
    );
    logic last_access0, last_access1;
    always_ff @(posedge clk or posedge reset) begin
        if (reset) begin
            last_access0 <= 0;
            last_access1 <= 0;
        end else begin
            last_access0 <= (who == 0 && wb0_stb && !wb0_stall);
            last_access1 <= (who == 1 && wb1_stb && !wb1_stall);
        end
    end
    always_comb begin
        wb0_stall = (who != 0) && wb1_stb;
        wb1_stall = (who != 1) && wb0_stb;
        wb0_ack = last_access0;
        wb1_ack = last_access1;
        wb0_data_o = d_out0;
        wb1_data_o = d_out1;
    end
endmodule
--- run.sh ---
#!/bin/bash
# OpenROAD 26Q1-2900-gdf79404cd8, Yosys 0.63+post, stock flow scripts
make -C /OpenROAD-flow-scripts/flow DESIGN_CONFIG=/design/flow/config.mk WORK_HOME=/design/flow/orfs finish
==> flow_summary_export.csv <==
group,metric,value,unit
outcome,status,"complete, but fails checks",
outcome,violations,"max-capacitance violations, max-slew violations",
final_layout,finalNonFillerCells,58400,
cts,insertion_delay,1.33,ns
route,drcViolationCount,0,
min_path,hold_depth,5,
global_route,antenna_found_initial,157,
critical_path,cpMaxStageDelayCell,"nor4_1",
logic_synthesis,postSynth.topFlopCell,"edfxtp_1",
logic_synthesis,synthCells,27500,
flow_run,tool_warnings,141,
critical_path,timing.critical_path.from_type,"input port",
min_path,hold_end,"dffram0.Do0[8]$_DFF_P_",
cts,cts-root-buf,"clkbuf_16",
power,intPower,109,mW
final_timing,drv_slew,3,
floorplan,io_pins,162,
floorplan,core,2100000,um2
critical_path,crit_arrival,7.43,ns
final_timing,relSlewSlack,-5.39,%
power,irDropWorstVdd,0.154,mV
power,p_leak,219,nW
floorplan,die-area,2120000,um2
global_route,grt-ovfl-total,0,
flow_run,max_cap_viol_count,1,
final_layout,regArea,493000,um2
critical_path,crit_top_cell,"buf_4",
critical_path,cp_data_required_time,11.62,ns
logic_synthesis,synth_area_per_cell,23.0,um2
logic_synthesis,yosys.stat.seqShare,78.0,%
floorplan,die_x,1450,um
critical_path,path_buffers,5,
power,p_per_area,193,nW/um2
power,combPwrFrac,6.2,%
logic_synthesis,syn_area,633000,um2
cts,cts_sinks,16500,
min_path,hold_path_class,"flip-flop to flip-flop",
global_route,grt_pass1_vias,333000,
critical_path,cp_top_family,"buffers and inverters",
critical_path,crit_path_max_fanout,60,
route,drtPass1Iterations,8,
final_timing,tightestPinTransition,1.58,ns
final_layout,drive_gt1_share,27.5,%
cts,post_cts_buffers,0,
route,routed_via_density,5.09,
global_route,grt_max_degree,156,
power,p_sw_share,22.1,%
cts,cts_resized,0,
route,wl,1820000,um
final_layout,logic_area,132000,um2
floorplan,die_h,1450,um
final_timing,worst_clock_skew,0.0857,ns
critical_path,timing.rr.end,"dffram0.RAM[129][25]$_DFFE_PP_",
route,drt_iter0_markers,20900,
global_route,grt.total_usage,18.4,%
logic_synthesis,yosysUniqueCellTypes,69,
logic_synthesis,synthArstFlopShare,0.0182,%
final_timing,setup_viol,0,
global_route,grt_first_pass_wirelength,2540000,um
critical_path,rr_worst_depth,6,
logic_synthesis,synth-seq-cells,16500,
final_timing,hold_viol_final,0,
logic_synthesis,edf_count,16400,
final_timing,finalCriticalPeriod,6.21,ns
placement,dpl.cell_count,55400,
critical_path,end_kind,"flip-flop",
placement,dp_hpwl,1150000,um
power,switchingPower,30.9,mW
final_timing,rsz0062_at_grt,"no",
final_timing,fmaxAchievable,161,MHz
logic_synthesis,yosysWarnings,2,
final_timing,fin_crit_sh,59.7,%
route,vias,297000,
floorplan,initial_core_util,30.1,%
logic_synthesis,ys_cells,27500,
min_path,min_from,"dffram0.RAM[43][8]$_DFFE_PP_",
final_layout,area_delta_synth_final,14.5,%
cts,postCtsHoldBufs,0,
logic_synthesis,ys_area,633000,um2
placement,gp_congestion,0.899,
placement,numPortBuffers,161,
final_timing,tns,0,ns
floorplan,fp-row-count,533,
critical_path,timing.rr.start,"who$_DFFE_PP0P_",
final_layout,fill_cells,191000,
cts,tritoncts,"yes",
cts,clk_pin_slew,0.06,ns
cts,clockBufferDepth,6,
critical_path,cpPeakStageDelay,0.85,ns
power,pwr-share-clk,40.3,%
cts,numCtsBuffers,1580,
critical_path,critical_path_class,"input port to flip-flop",
critical_path,rrSetupSlack,5.42,ns
route,final_antenna_net_count,0,
critical_path,path_cells,"buf_16, buf_4, buf_4, buf_4, buf_12, mux4_2, mux2i_1, o22ai_1, nor4_1, and4_1, o2111ai_1",
route,wl_per_cell,31.2,um
power,pwr-share-seq,53.5,%
cts,ctsHtreeMaxLevel,7,
[kinds of logic after synthesis]
family	Yosys count	share of synthesized area, %
flip-flops	16500	78.0
buffers and inverters	1698	1.34
multiplexers	5428	17.6
AND-OR/OR-AND	1051	1.19
AND/OR/NAND/NOR	2854	1.87
[area by class of cell]
type | instances | share of cell area, %
timing repair buffer | 1522 | 1.80
sequential | 16500 | 68.1
clock buffer | 1937 | 5.75
clock inverter | 922 | 1.16
antenna | 172 | 0.0594
multi-input combinational | 9333 | 18.3
tap | 28100 | 4.85
inverter | 2 | 0.00138
[worst register-to-register path: stages (launching register included)]
cell     delay, ns
dfrtp_4       0.62
buf_12        0.23
nor2b_1       0.96
and2_2        0.59
buf_4         0.57
nand2_1       0.54
nor2_1        1.06
[per-stage QoR]
step / total power, mW / setup WS [ns] / hold slack, ns / area [um2] / util [%]
2_1_floorplan: 81.1 / 3.86 / 0.767 / 633000 / -
3_3_place_gp: 84.8 / 2.63 / 0.942 / 674000 / 32.0
3_5_place_dp: 85.0 / 2.61 / 0.916 / 674000 / 32.0
4_1_cts: 141 / 4.12 / 0.804 / 724000 / 34.4
5_1_grt: 144 / 3.84 / 0.877 / 724000 / 34.4
6_report: 140 / 4.19 / 0.921 / 724000 / 34.4
[sequential cells by signal (all words and copies together) (netlist names)]
name and count:
dffram0.Do0 32, dffram0.RAM 8192, dffram1.Do0 32, dffram1.RAM 8192
last_access0 1, last_access1 1, who 1
[Yosys cell counts (all sizes together) (20+ instances only)]
cell type	instances	area (um2)
mux2	42	473
nor2	2102	7890
nand4	49	307
a22o	149	1310
clkbuf	705	2650
nor2b	34	213
nor3	23	115
edfxtp	16400	492000
a221oi	106	928
buf	991	5810
a211oi	31	238
nand2b	48	300
o22ai	415	2600
nand2	351	1320
nor4	52	332
mux2i	812	8130
a22oi	182	1370
mux4	4574	103000
a21oi	58	290
o21ai	49	245
dfxtp	64	1280
or4	20	150
nand3	61	310
[how the worst max path moves through the flow]
stage	from	to	slack (ns)	cells past startpoint
4_1_cts	wb0_addr[0]	dffram0.Do0[6]$_DFF_P_	4.12	11
5_1_grt	wb0_addr[0]	dffram0.Do0[6]$_DFF_P_	3.84	11
6_report	wb0_addr[0]	dffram0.Do0[6]$_DFF_P_	4.19	11
[per-layer routing]
metal	global-route usage (%)	share of wire, %
met2	26.7	46
met3	18.2	21
met1	16.7	28
met4	7.28	4.9
met5	2.80	0.40
[cells in the final DEF, fill, tap and decap left out, types with 19 or more instances in the layout]
cell and instances:
edfxtp_1 16400, mux4_2 4574, nor2_1 2091, clkbuf_16 1608, buf_4 1275, mux2i_1 811
o22ai_1 415, clkinv_1 390, nand2_1 315, clkbuf_1 311, clkinv_2 265, a22oi_1 182
diode_2 172, a22o_1 149, clkdlybuf4s50_1 145, bufinv_16 134, a221oi_1 106, buf_12 89
dfxtp_1 64, a21oi_1 58, clkinvlp_4 52, nor4_1 50, nand4_1 49, nand3_1 48
o21ai_0 47, mux2_8 32, a211oi_1 29, inv_6 28, nand2b_2 24, nand2b_1 24
nor3_1 23, or4_1 20, clkinv_8 20, nor2b_1 19
[power groups by stage]
| stage | clock (mW) | sequential [mW] | combinational, mW |
|---|---|---|---|
| CTS | 57.0 | 74.8 | 8.77 |
| global route | 59.5 | 74.8 | 9.28 |
| finish | 56.3 | 74.8 | 8.71 |
Power and IR drop assume default switching activity.
